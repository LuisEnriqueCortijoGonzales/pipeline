--- flow/run.sh ---
#!/bin/bash
# OpenROAD 26Q1-2900-gdf79404cd8, Yosys 0.63+post, stock flow scripts
make -C /OpenROAD-flow-scripts/flow DESIGN_CONFIG=/design/flow/config.mk WORK_HOME=/design/flow/orfs finish
--- flow/config.mk ---
export PLATFORM = sky130hd
export DESIGN_NAME = branch_predictor
export DESIGN_NICKNAME = branch_predictor
export VERILOG_FILES = /design/flow/design.v
export SDC_FILE = /design/flow/constraint.sdc
export NUM_CORES = 4
export LEC_CHECK = 1
export CORE_AREA = 10 10 70 70
export DIE_AREA = 0 0 80 80
--- flow/constraint.sdc ---
current_design branch_predictor

set clk_period 1.9
set clk_io_pct 0.2

create_clock -name clk0 -period $clk_period [get_ports {clk}]

set non_clock_inputs [all_inputs -no_clocks]
set_input_delay [expr $clk_period * $clk_io_pct] -clock clk0 $non_clock_inputs
set_output_delay [expr $clk_period * $clk_io_pct] -clock clk0 [all_outputs]
--- flow/design.v ---
module branch_predictor (
    input  wire clk,
    input  wire reset,
    input  wire branch,
    input  wire taken,
    output reg  predict_taken
);
  parameter STRONGLY_NOT_TAKEN = 2'b00;
  parameter WEAKLY_NOT_TAKEN = 2'b01;
  parameter WEAKLY_TAKEN = 2'b10;
  parameter STRONGLY_TAKEN = 2'b11;
  reg [1:0] state, next_state;
  always @(*) begin
    case (state)
      STRONGLY_NOT_TAKEN: next_state = taken ? WEAKLY_NOT_TAKEN : STRONGLY_NOT_TAKEN;
      WEAKLY_NOT_TAKEN:   next_state = taken ? WEAKLY_TAKEN : STRONGLY_NOT_TAKEN;
      WEAKLY_TAKEN:       next_state = taken ? STRONGLY_TAKEN : WEAKLY_NOT_TAKEN;
      STRONGLY_TAKEN:     next_state = taken ? STRONGLY_TAKEN : WEAKLY_TAKEN;
      default:            next_state = STRONGLY_NOT_TAKEN;
    endcase
  end
  always @(posedge clk or posedge reset) begin
    if (reset) state <= STRONGLY_NOT_TAKEN;
    else if (branch) state <= next_state;
  end
  always @(*) begin
    case (state)
      STRONGLY_NOT_TAKEN, WEAKLY_NOT_TAKEN: predict_taken = 1'b0;
      WEAKLY_TAKEN, STRONGLY_TAKEN:         predict_taken = 1'b1;
      default:                              predict_taken = 1'bx;
    endcase
  end
endmodule
==> flow_summary.toml <==
# flow metrics
[outcome]
status = "finished clean"

[worst_setup_path]
startpoint_type = "register"
crit_end = "predict_taken"
criticalPathCategory = "register to output port"
cp-startpoint = "state[3]"
critPathCaptureType = "output port"
r2r_cells = 2
r2r_slack_ns = 1.09
worstPathArrival_ns = 1.32
cp_max_fo = 3
r2r_start = "state[0]"
r2r-end = "state[2]"
worstPathRequired_ns = 1.52

[sta]
hold_viol = 0
slew_viol_final = 0
worst_slew_pin_slew_ns = 0.273
max_freq_mhz = 588
rsz0062_at_grt = "false"
period_used_pct = 89.5
final.setup.worst_slack_ns = 0.199
slew_headroom_pct = 81.8
min_period_ns = 1.70
skew_ns = 0.00375
setup_viol = 0
tns_ns = 0

[finish]
max_flop_register = "state"
utilization_pct = 8.68
area_growth_pct = 66.9
largest_reg_flops = 4
drive_gt1_share_pct = 20.0
nFillCells = 405
biggestRegsByFlops = "state x4"

[drt]
wl_met2_um = 176
wl_per_cell_um = 5.69
wl_met1_um = 177
first_pass_iters = 2
n_antenna_cell = 0
antenna_left = 0
drt_iter0_markers = 11
highest_layer = "met4"
num_vias = 141
drcViolationCount = 0
route.met3.wl_um = 41
viasPerCell = 1.99
drt-total-wl_um = 404

[clock_tree]
cts_tree = "done"
cts_buffers = 3
clock_path_buffers = 2
postCtsHoldBufs = 0
clkSinkCount = 4
clkTransAtPathRegs_ns = 0.04
insertion_delay_ns = 0.23
clockRootBuffer = "clkbuf_4"
cts_max_level = 1
cts_setup_buffers = 0
cts-resized-gates = 0

[synth]
top_cell = "a21oi_1"
yosys_area_sq_um = 178
ys.flops = 4
common_cells = "6 x a21oi_1, 3 x dfrtp_1, 2 x inv_1, 2 x mux2i_1, 2 x nor2_1"
enable_flop_cells = 0
top_cells_by_area = "dfrtp_1 42%, a21oi_1 17%, dfstp_2 15%"
syn_inst = 18
ys.flop_type = "dfrtp_1"
yosysUniqueCellTypes = 8
async_flop_share_pct = 100
syn_avg_cell_area_sq_um = 9.87
yosysTopAreaCellShare_pct = 42.3
top_area_cell = "dfrtp_1"
synth_seq_share_pct = 57.0
netlist_area_sq_um = 178
synth_warnings = 1
ys_cells = 18

[global_route]
grtUsageTotal_pct = 1.30
grt_max_degree = 9
grt_pass1_vias = 151
grt_pass1_wl_um = 614
grt-ovfl-total = 0
antenna_found_initial = 0

[floorplanning]
coreArea_sq_um = 3420
die_w_um = 80
initCoreUtil_pct = 5.20
dieHeight_um = 80
chip_area_sq_um = 6400
rows = 21
num_io_pins = 5

[power]
power_switching_mw = 0.0620
p_int_mw = 0.207
swShare_pct = 23.0
leakagePower_nw = 0.112
clkPwrFrac_pct = 42.3
cellPowerDensity_nw_per_um2 = 908
combinationalPowerShare_pct = 15.3
peakVddDrop_mv = 0.0999
seqPwrFrac_pct = 42.4

[min_path]
min_path_type = "input pin to async pin"

[job]
maxCapViolCount = 0
tool_warnings = 25

[placed_design]
numPortBuffers = 4
gp_congestion = 0.620
place_ws_ns = 0.436
==> cells in the final DEF, fill, tap and decap left out <==
| cell type | n |
|---|---|
| a21oi_1 | 6 |
| clkbuf_1 | 1 |
| clkbuf_4 | 3 |
| clkdlybuf4s50_1 | 4 |
| dfrtp_1 | 3 |
| dfstp_2 | 1 |
| inv_1 | 2 |
| mux2i_1 | 2 |
| nor2_1 | 2 |
| or2_2 | 1 |
==> kinds of logic after synthesis <==
| family | share of synthesized area [%] |
|---|---|
| AND-OR/OR-AND | 16.9 |
| multiplexers | 11.3 |
| flip-flops | 57.0 |
| AND/OR/NAND/NOR | 7.75 |
| buffers and inverters | 7.04 |
==> worst max-delay path, stage by stage, from the launching register on <==
cell and delay [ns]:
dfrtp_1 0.38, or2_2 0.29, clkdlybuf4s50_1 0.42
==> layout make-up <==
type	instances	area [sq um]	share of cell area (%)
clock buffer	4	26.3	8.86
inverter	2	7.51	2.53
multi-input combinational	11	63.8	21.5
sequential	4	101	34.2
tap	46	57.6	19.4
timing repair buffer	4	40.0	13.5
==> power groups by stage <==
stage	logic [mW]	clock network (mW)	registers (mW)
4_1_cts	0.0427	0.122	0.114
5_1_grt	0.0451	0.140	0.116
6_report	0.0412	0.114	0.114
==> per-layer routing <==
layer | GRT usage, % | vias to the layer above
met5 | 0 | -
met4 | 1.06 | 0
met3 | 1.36 | 2
met2 | 1.69 | 3
met1 | 1.13 | 62
li1 | - | 74
==> worst min-delay path by stage <==
stage / cells after the start / to / startpoint / slack (ns)
finish: 2 / state[3] / reset / 0.32
global route: 2 / state[3] / reset / 0.32
CTS: 2 / state[3] / reset / 0.32
==> metrics by stage <==
stage	cell area, sq um	power (mW)	hold slack (ns)	std cells
finish	297	0.269	0.324	71
detailed placement	270	0.157	0.521	67
global placement	270	0.156	0.510	67
CTS	297	0.278	0.324	71
global route	297	0.302	0.317	71
floorplan	178	0.137	0.145	18
No activity file was given, so power comes from the tool's default toggle rates.
